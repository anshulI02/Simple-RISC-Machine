$ cat config.mk
export PLATFORM = sky130hd
export DESIGN_NAME = regfile
export DESIGN_NICKNAME = regfile
export VERILOG_FILES = /design/flow/design.v
export SDC_FILE = /design/flow/constraint.sdc
export NUM_CORES = 4
export LEC_CHECK = 1
export CORE_UTILIZATION = 50
$ cat run.sh
#!/bin/bash
# OpenROAD 26Q1-2900-gdf79404cd8, Yosys 0.63+post, stock flow scripts
make -C /OpenROAD-flow-scripts/flow DESIGN_CONFIG=/design/flow/config.mk WORK_HOME=/design/flow/orfs finish
$ cat constraint.sdc
current_design regfile

set clk_period 2.6
set clk_io_pct 0.2

create_clock -name clk0 -period $clk_period [get_ports {clk}]

set non_clock_inputs [all_inputs -no_clocks]
set_input_delay [expr $clk_period * $clk_io_pct] -clock clk0 $non_clock_inputs
set_output_delay [expr $clk_period * $clk_io_pct] -clock clk0 [all_outputs]
$ cat design.v
module regfile(input logic clk, input logic [15:0] w_data, input logic [2:0] w_addr, input logic w_en, input logic [2:0] r_addr, output logic [15:0] r_data);
    logic [15:0] m[0:7];
    assign r_data = m[r_addr];
    always_ff @(posedge clk) if (w_en) m[w_addr] <= w_data;
endmodule: regfile
==> flow_summary.html <==
<h3>Flow metrics</h3>
<table>
<tr><th>Metric</th><th>Value</th></tr>
<tr><th colspan="2">Routing</th></tr>
<tr><td>First-pass iteration count of the detailed router</td><td>4</td></tr>
<tr><td>Aggregate routed wire length</td><td>9400 um</td></tr>
<tr><td>DR vias/cell</td><td>between 5 and 6</td></tr>
<tr><td>Post-route ant nets</td><td>0</td></tr>
<tr><td>Antenna diodes</td><td>0</td></tr>
<tr><td>Starting DRC count in detailed routing</td><td>roughly 93</td></tr>
<tr><td>Remaining design rule violation count</td><td>0</td></tr>
<tr><td>Routed wire length per instance</td><td>23.0 um</td></tr>
<tr><td>Total number of vias</td><td>roughly 2.3k</td></tr>
<tr><th colspan="2">Setup path</th></tr>
<tr><td>Worst Path Required</td><td>approximately 2.1 ns</td></tr>
<tr><td>CP max stage delay</td><td>approximately 0.5 ns</td></tr>
<tr><td>Category of cells accounting for the largest share of critical-path delay</td><td>multiplexers</td></tr>
<tr><td>Arrival time reported for the critical path endpoint</td><td>roughly 2.0 ns</td></tr>
<tr><td>Maximum fanout count along the critical path</td><td>9</td></tr>
<tr><td>Startpoint kind of the worst setup timing path</td><td>primary input</td></tr>
<tr><td>Crit Path Class</td><td>primary input to primary output</td></tr>
<tr><td>List of cells traversed by the critical path</td><td>buf_8 &gt; buf_16 &gt; mux4_2 &gt; mux2_2 &gt; clkdlybuf4s50_1</td></tr>
<tr><td>Number of buffers and inverters on the critical path</td><td>3</td></tr>
<tr><td>Type of element capturing the critical path</td><td>primary output</td></tr>
<tr><td>Slowest stage cell on the critical path</td><td>sky130_fd_sc_hd__mux4_2</td></tr>
<tr><th colspan="2">Final timing</th></tr>
<tr><td>Relative slew margins</td><td>between 70% and 80%</td></tr>
<tr><td>Shortest clock period the worst path allows after layout</td><td>2.53 ns</td></tr>
<tr><td>Final setup vio count</td><td>0</td></tr>
<tr><td>Max Clk Rate</td><td>395 MHz</td></tr>
<tr><td>Max-slew violation count</td><td>0</td></tr>
<tr><td>Unrepaired setup endpoints after global routing</td><td>false</td></tr>
<tr><td>Share of the cycle needed by the critical path after routing</td><td>97.3%</td></tr>
<tr><td>Least-Margin Pin Slew</td><td>between 0.3 and 0.4 ns</td></tr>
<tr><td>Final number of hold-violating endpoints</td><td>0</td></tr>
<tr><td>Final Hold Slack</td><td>roughly 0.75 ns</td></tr>
<tr><th colspan="2">Place</th></tr>
<tr><td>HPWL after detailed placement</td><td>4700 um</td></tr>
<tr><td>Number of cells after detailed placement</td><td>374</td></tr>
<tr><td>Final estimated routing congestion in global placement</td><td>~0.73</td></tr>
<tr><td>Number of port buffers</td><td>39</td></tr>
<tr><td>Placed inst area</td><td>5620 um2</td></tr>
<tr><th colspan="2">Cells and area</th></tr>
<tr><td>Max FFs per register</td><td>~130</td></tr>
<tr><td>Final std cells w/o fill</td><td>just over 400</td></tr>
<tr><td>Leading cell type in the layout, fill and taps excluded</td><td>sky130_fd_sc_hd__edfxtp_1</td></tr>
<tr><td>Area growth from synthesis to layout</td><td>24.4%</td></tr>
<tr><td>Design area</td><td>6190 um2</td></tr>
<tr><td>Register name with the most flops</td><td>m</td></tr>
<tr><td>Top Registers</td><td>m x128</td></tr>
<tr><td>Layout cells sized above 1</td><td>35.1%</td></tr>
<tr><td>Most used cells in the layout excluding fill and tap cells</td><td>sky130_fd_sc_hd__edfxtp_1 (128), sky130_fd_sc_hd__mux4_2 (32), sky130_fd_sc_hd__clkdlybuf4s50_1 (27), sky130_fd_sc_hd__clkbuf_16 (16), sky130_fd_sc_hd__dlymetal6s2s_1 (10)</td></tr>
<tr><th colspan="2">Die</th></tr>
<tr><td>Number of placement rows</td><td>36</td></tr>
<tr><td>Std-Cell Core Area</td><td>between 9000 and 10000 um2</td></tr>
<tr><td>Total die size</td><td>around 10000 um2</td></tr>
<tr><td>I/O Pins</td><td>~40</td></tr>
<tr><td>Floorplan die height</td><td>about 100 um</td></tr>
<tr><td>Chip Width</td><td>approximately 100 um</td></tr>
<tr><td>Initial cell density of the core</td><td>slightly above 50%</td></tr>
<tr><th colspan="2">Status</th></tr>
<tr><td>Outcome</td><td>finished clean</td></tr>
<tr><th colspan="2">Yosys</th></tr>
<tr><td>Yosys stat chip area</td><td>slightly below 5000 um2</td></tr>
<tr><td>Cell type with the largest total area after synthesis</td><td>sky130_fd_sc_hd__edfxtp_1</td></tr>
<tr><td>Avg Synthesized Cell Area</td><td>25.1 um2</td></tr>
<tr><td>Flops out of synthesis</td><td>between 100 and 150</td></tr>
<tr><td>Area share of the leading cell type in the synthesized netlist</td><td>between 70% and 80%</td></tr>
<tr><td>Post-synth cell types</td><td>11</td></tr>
<tr><td>Synth Cell Area</td><td>between 4000 and 5000 um2</td></tr>
<tr><td>Yosys stat cell total</td><td>198</td></tr>
<tr><td>Proportion of synthesized chip area in sequential cells</td><td>roughly 77%</td></tr>
<tr><td>Cells after synthesis</td><td>~200</td></tr>
<tr><td>Synth warn</td><td>1</td></tr>
<tr><td>Top cells by area</td><td>sky130_fd_sc_hd__edfxtp_1 (77%), sky130_fd_sc_hd__mux4_1 (15%), sky130_fd_sc_hd__mux2_2 (3.6%), sky130_fd_sc_hd__mux4_2 (1.8%), sky130_fd_sc_hd__buf_6 (0.91%)</td></tr>
<tr><th colspan="2">Clocking</th></tr>
<tr><td>Sinks on Clock Net</td><td>about 130</td></tr>
<tr><td>Clock-pin slew of the registers on the worst-case setup and hold paths</td><td>0.05 ns</td></tr>
<tr><td>Maximum root-to-sink buffer count</td><td>2</td></tr>
<tr><td>Clock tree from TritonCTS</td><td>yes</td></tr>
<tr><td>Number of H-tree levels</td><td>4</td></tr>
<tr><td>Clock Tree Root</td><td>sky130_fd_sc_hd__clkbuf_8</td></tr>
<tr><td>TritonCTS buffer count</td><td>17</td></tr>
<tr><td>Number of hold-repair buffers added at the cts stage</td><td>0</td></tr>
<tr><th colspan="2">Run</th></tr>
<tr><td># Max-Cap Violations</td><td>0</td></tr>
<tr><td>OpenROAD warning count</td><td>25</td></tr>
<tr><th colspan="2">Worst hold path</th></tr>
<tr><td>Destination of the worst hold path</td><td>m[6][6]</td></tr>
<tr><td>Min-Delay Path Depth</td><td>1</td></tr>
<tr><td>Hold path startpoint</td><td>w_data[6]</td></tr>
<tr><td>Hold WC Path Type</td><td>primary input to register</td></tr>
<tr><th colspan="2">Power</th></tr>
<tr><td>Worst IR Drop VDD</td><td>~660 uV</td></tr>
<tr><td>Total power of the final layout</td><td>between 4000 and 5000 uW</td></tr>
<tr><td>Power density over the cells</td><td>757 nW/um2</td></tr>
<tr><td>Static Leakage</td><td>~0.0021 uW</td></tr>
<tr><th colspan="2">GRT</th></tr>
<tr><td>Gr usage total</td><td>~22%</td></tr>
<tr><td>Number of antenna violations at the first check in global routing</td><td>0</td></tr>
<tr><td>Global-route wire length before repair</td><td>approximately 14000 um</td></tr>
<tr><td>Pin count of the biggest net entering global routing</td><td>17</td></tr>
<tr><td>Vias in the first global route</td><td>between 2k and 3k</td></tr>
<tr><td>Sum of overflow across all layers after global routing</td><td>0</td></tr>
</table>
==> how the worst max path moves through the flow <==
| stage | from | to | slack (ns) | cells after the start |
|---|---|---|---|---|
| final | r_addr[0] | r_data[6] | 0.07 | 5 |
| after global routing | m[5][5] | r_data[5] | 0.003 | 3 |
| after CTS | m[1][10] | r_data[10] | 0.003 | 3 |
==> stage by stage <==
stage	worst slack [ns]	util, %	TNS, ns
final	0.0693	63.9	0
after CTS	0.00343	64.0	0
after global routing	0.00319	63.9	0
after detailed placement	-0.199	58.0	-2.89
after floorplan	0.357	-	0
after global placement	-0.181	58.0	-2.56
==> final cells by class <==
type / count / area, um2
Tap cell: 133 / 166
Clock inverter: 12 / 96.3
Clock buffer: 19 / 422
Fill cell: 636 / 3500
Sequential cell: 128 / 3840
Timing Repair Buffer: 56 / 663
Multi-Input combinational cell: 61 / 996
==> what timing repair did <==
action,in CTS,in global routing
endpoints found under the setup margin,16,16
pin swaps,0,0
resized,18,37
gates cloned,3,0
buffers inserted,0,1
==> synthesized netlist by cell type (all sizes together) <==
cell type	n
nand2	2
edfxtp	128
nor3	2
mux4	32
mux2	16
clkbuf	1
nor2	6
buf	8
nand2b	3
==> report_power, final <==
part           leakage (uW)  switching [uW]  total, uW  internal, uW
registers           0.00116            16.5       2360          2340
clock network      0.000254             762       2010          1250
logic              0.000699             124        315           190
==> routing by layer <==
layer	routed length, um	track usage (%)	up-vias
li1	-	-	986
met1	3490	29.4	1129
met2	4470	31.7	163
met3	1370	18.3	6
met4	74	2.90	0
met5	0	0	-
==> cells by family after synthesis <==
logic type	after synthesis	synth area share, %
buf+inv	9	1.31
mux	48	20.2
flops	128	77.3
simple gates	13	1.18
Power is estimated from default activity; no workload was simulated.
